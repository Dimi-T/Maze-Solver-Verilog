`design/flow/config.mk`:
```
export PLATFORM = sky130hd
export DESIGN_NAME = maze
export DESIGN_NICKNAME = maze
export VERILOG_FILES = /design/flow/design.v
export SDC_FILE = /design/flow/constraint.sdc
export NUM_CORES = 4
export LEC_CHECK = 1
export CORE_AREA = 10 10 88 88
export DIE_AREA = 0 0 98 98
```
`design/flow/constraint.sdc`:
```
current_design maze

set clk_period 1.3
set clk_io_pct 0.2

create_clock -name clk0 -period $clk_period [get_ports {clk}]

set non_clock_inputs [all_inputs -no_clocks]
set_input_delay [expr $clk_period * $clk_io_pct] -clock clk0 $non_clock_inputs
set_output_delay [expr $clk_period * $clk_io_pct] -clock clk0 [all_outputs]
```
`design/flow/design.v`:
```
module maze(
  input clk,
  input [maze_width - 1 : 0] starting_col, starting_row,
  input maze_in,
  output reg [maze_width - 1 : 0] row, col,
  output reg maze_oe,
  output reg maze_we,
  output reg done);
  parameter maze_width = 6;
  reg [1 : 0] state;
  reg [1 : 0] next_state;
  reg [1 : 0] direction;
  always @(posedge clk)                                                                          
      if (done == 0)                                                                             
        state <= next_state;
  always @(*) begin
    maze_oe = 0;
    maze_we = 0;
    done = 0;
    next_state = 0;
    case(state)
      0: begin
                row = starting_row;                                                              
                col = starting_col;                                                              
                direction = 0;                                                                   
                maze_we = 1;                                                                     
                next_state = 2;                                                              
                end
      3: begin
                done = 1;
                end
      2: begin
                case(direction)
                  0: col = col + 1;
                  1: row = row + 1;
                  2: col = col - 1;
                  3: row = row - 1;
                  default: ;
                endcase
                maze_oe = 1;                                                                     
                next_state = 1;                                                              
                end
        1: begin
                  if((row == 63 || col == 63 || row == 0 || col == 0) && maze_in == 0) begin     
                    maze_we = 1;                                                                 
                    next_state = 3;
                  end
                  else if(maze_in == 0) begin                                                    
                    maze_we = 1;                                                                 
                    direction = direction + 1;
                    next_state = 2;
                  end
                  else begin                                                                     
                    case(direction)                                                              
                      0: col = col - 1;
                      1: row = row - 1;
                      2: col = col + 1;
                      3: row = row + 1;
                      default: ;
                    endcase
                    if(direction == 0)                                                           
                      direction = 3;                                                             
                    else
                      direction = direction - 1;
                    next_state = 2;
                  end
                  end
          default: ;
      endcase
    end
endmodule
```
`design/flow/run.sh`:
```
#!/bin/bash
# OpenROAD 26Q1-2900-gdf79404cd8, Yosys 0.63+post, stock flow scripts
make -C /OpenROAD-flow-scripts/flow DESIGN_CONFIG=/design/flow/config.mk WORK_HOME=/design/flow/orfs finish
```
==> out/metrics.yaml <==
critical_path:
  path_class: "register to register"
  path_depth: 8
  crit_chain: "buf_4, clkinv_2, nor2_4, buf_4, buf_4, buf_4, o21ai_0, nand2b_1"
  reg2reg_from: "state[1]"
  startpoint: "state[1]"
  critPathMaxFanout: 3
  crit_top_cell: "buf_4"
  cp-end-kind: "register"
  crit_end: "state[2]"
  crit_buf_inv: 5
  cp_top_family: "buffers and inverters"
  slowest_delay_ns: 0.34
  rr_worst_depth: 8
  cpMaxStageDelayCell: "dfxtp_4"
  cp-start-kind: "register"
  ff2ff_setup_slack_ns: 0.08
  worstPathArrival_ns: 1.32
  critPathRequiredTime_ns: 1.39
  r2r_end: "state[2]"
power_and_ir_drop:
  seqPwrFrac: 0.221
  ir_drop_uv: 455.1
  pwr-share-clk: 0.626
  power_switching_mw: 0.07844
  power_mw: 0.4318
  internal_power_mw: 0.3533
  leakagePower_nw: 0.6653
  p_sw_frac: 0.1817
  power_frac_comb: 0.153
  power_density_nw_per_um2: 261.0
final_timing:
  slew_headroom: 0.5638
  fmax_ghz: 0.8177
  whs_ns: 0.5499
  untimed_endpoints: 26
  tightest_slew_ns: 0.6475
  fin_crit_sh: 0.9407
  fin_skew_ns: 0.0009832
  setup_viol: 0
  rsz0062_at_grt: "false"
  fin_crit_ns: 1.223
  unclocked_regs: 14
  hold_violations: 0
  final_max_slew_viol_count: 0
final_layout:
  fin_area_sq_um: 1654
  area_delta_synth_final_pct: 37.85
  lay_top_cells: "clkdlybuf4s50_1 (24), dlxtn_1 (14), a21oi_1 (13)"
  drive_above_1_share: 0.1323
  lay_top_count: "clkdlybuf4s50_1"
  fill_cells: 613
  stdcell_count: 264
synthesis:
  synth_cell_types: 42
  edf_count: 0
  async_reset_ff_frac: 0
  ys.flops: 17
  yosys_area_sq_um: 1200
  syn_area_per_cell_sq_um: 7.594
  synth-main-ff-cell: "dlxtn_1"
  netlist_area_sq_um: 1200
  syn-instance-count: 158
  ys_cells: 158
  synth_warnings: 65
cts:
  cts_tree: "built"
  htree_levels: 1
  clock_insertion_delay_worst_skew_ns: 0.22
  numCtsBuffers: 3
  cts_root_buf: "clkbuf_8"
  clock_path_buffers: 2
  path_clk_slew_ns: 0.03
placed_design:
  hpwl_mm: 2.616
  gp_congestion: 0.8313
  io_buffers: 28
  placed_cells: 255
  post_dp_cell_area_sq_um: 1562
detailed_routing:
  postRouteAntennaNets: 0
  route.detailed.drc: 0
  routed_wl_mm: 3.381
  num_vias: 1239
  dr.pass1.iters: 4
  n_antenna_cell: 0
  avgViaCountPerCell: 4.693
  wl_per_cell_um: 12.81
  drt-initial-drc-count: 102
global_route:
  grt_pass1_wl_mm: 5.658
  grt_remaining_overflow: 0
  antenna_found_initial: 0
  grt_max_degree: 24
  first_global_vias: 1170
  grt_use_total: 0.06774
run:
  warning_count: 30
  cap_violations: 0
die:
  core_sq_um: 5921
  die_area_sq_um: 9604
  placementRows: 28
  fp.dieW_um: 98
  pin_count: 29
  fp.dieH_um: 98
  initial_core_util: 0.2027
hold_path:
  hp-class: "register to register"
outcome:
  outcome: "complete, no violations"
worst min path at each step:
| stage | startpoint | endpoint | slack, ns | cells past startpoint |
|---|---|---|---|---|
| CTS | state[2] | state[2] | 0.53 | 1 |
| global route | state[2] | state[2] | 0.58 | 1 |
| finish | state[2] | state[2] | 0.55 | 1 |
power by group through the flow:
stage / Combinational, mW / Clock (mW) / Sequential [mW]
6_report: 0.0660 / 0.270 / 0.0953
5_1_grt: 0.0734 / 0.288 / 0.0952
4_1_cts: 0.0663 / 0.276 / 0.0953
state kept, by name, indices dropped and copies added, names as in the netlist:
| name | count |
|---|---|
| direction | 2 |
| state | 3 |
| col | 6 |
| row | 6 |
layer usage:
layer / vias up / GRT usage / part of all wire
met2: 31 / 0.1066 / 0.46
li1: 632 / - / -
met1: 576 / 0.09724 / 0.48
met5: - / 0 / 0
met4: 0 / 0.003356 / 0
met3: 0 / 0.01422 / 0.062
what timing repair did:
action | 4_1_cts | 5_1_grt
setup endpoints to repair | 3 | 2
resized | 11 | 5
hold buffers | 0 | 0
endpoints found under the hold margin | 0 | 0
pin swaps | 2 | 1
buffers inserted | 5 | 0
layout make-up:
type | count | area, sq um | area share
multi-input combinational | 121 | 863.3 | 0.5219
clock buffer | 4 | 45.04 | 0.02723
tap | 75 | 93.84 | 0.05673
sequential | 17 | 274.0 | 0.1657
timing repair buffer | 38 | 342.8 | 0.2073
inverter | 9 | 35.03 | 0.02118
per-stage QoR:
stage / setup TNS (ns) / worst slack (ns) / utilization
after floorplan: 0 / 0.04946 / -
after global placement: -0.2887 / -0.2583 / 0.2637
after detailed placement: -0.2932 / -0.2621 / 0.2637
after CTS: 0 / 0.01487 / 0.2798
after global routing: 0 / 0.04404 / 0.2794
final: 0 / 0.07709 / 0.2794
synth_stat cells (all sizes together), types with 5 or more instances:
cell	n	area share
dlxtn	14	0.18
a21oi	13	0.054
nand2	12	0.038
nor2	11	0.034
o21ai	10	0.042
xor2	9	0.066
ha	8	0.083
inv	8	0.025
clkbuf	7	0.022
nand3	5	0.021
xnor2	5	0.036
cell families after synthesis:
| family | count (synthesis) | synth area share |
|---|---|---|
| xor+xnor | 14 | 0.1022 |
| simple gates | 52 | 0.2451 |
| mux | 4 | 0.03441 |
| fa+ha+maj | 8 | 0.08342 |
| buf+inv | 20 | 0.06986 |
| flops | 3 | 0.05005 |
| latches | 14 | 0.1752 |
| compound gates | 43 | 0.2398 |
No activity file was given, so power comes from the tool's default toggle rates.
